--- flow/design.v ---
typedef enum logic[1:0] {
  MUL_WAIT,
  MUL_COMP,
  MUL_DONE
} fpuMultiplyState_t;
module fpuMultiplierFSM
  (input  logic clock, reset, compDone, start,
   output logic compEn,
   output logic done);
  fpuMultiplyState_t currState, nextState;
  always_ff @(posedge clock, posedge reset) begin
    if (reset) begin
      currState <= MUL_WAIT;
    end
    else begin
      currState <= nextState;
    end
  end
  always_comb begin
    compEn = 0;
    done = 0;
    unique case (currState)
      MUL_WAIT: nextState = (start) ? MUL_COMP : MUL_WAIT;
      MUL_COMP: begin
        nextState = (compDone) ? MUL_DONE : MUL_COMP;
        compEn = 1;
      end
      MUL_DONE: begin
        nextState = MUL_DONE;
        done = 1;
      end
    endcase
  end
endmodule : fpuMultiplierFSM
module radix16Mult
  #(parameter int WIDTH = 32,
    parameter int OUTWIDTH = (WIDTH << 1))
   (input  logic [WIDTH - 1:0]    mulIn1, mulIn2,
    input  logic                  clock, reset, start,
    output logic [OUTWIDTH - 1:0] mulOut,
    output logic                  done);
   localparam int ITERS = $ceil(WIDTH / 4);
   logic [WIDTH + 3:0] storedMultiplier_shiftReg;
   logic [3:0] radixBits;
   int unsigned iterCounter;
   logic compDone;
   logic compEn;
   assign compDone = (iterCounter == ITERS + 1);
   logic [OUTWIDTH - 1:0] extMultiplicand;
   logic [OUTWIDTH - 1:0] currPP;
   logic [OUTWIDTH - 1:0] addend;
   assign addend = (currPP << (iterCounter << 2));
   always_ff @(posedge clock) begin
     if (start) begin
       storedMultiplier_shiftReg <= {4'd0, mulIn2};
       iterCounter <= 0;
       mulOut <= 0;
       extMultiplicand <= mulIn1;
     end
     else if (compEn) begin
       storedMultiplier_shiftReg <= (storedMultiplier_shiftReg >> 4);
       iterCounter <= (iterCounter + 1);
       mulOut <= mulOut + addend;
     end
   end
   assign radixBits = storedMultiplier_shiftReg[3:0];
   always_comb begin
     unique case (radixBits)
       4'b0000: currPP = 0;
       4'b0001: currPP = extMultiplicand;
       4'b0010: currPP = (extMultiplicand << 1);
       4'b0011: currPP = (extMultiplicand << 1) + extMultiplicand;
       4'b0100: currPP = (extMultiplicand << 2);
       4'b0101: currPP = (extMultiplicand << 2) + extMultiplicand;
       4'b0110: currPP = (extMultiplicand << 2) + (extMultiplicand << 1);
       4'b0111: currPP = (extMultiplicand << 2) + (extMultiplicand << 1) + extMultiplicand;
       4'b1000: currPP = (extMultiplicand << 3);
       4'b1001: currPP = (extMultiplicand << 3) + extMultiplicand;
       4'b1010: currPP = (extMultiplicand << 3) + (extMultiplicand << 1);
       4'b1011: currPP = (extMultiplicand << 3) + (extMultiplicand << 1) + extMultiplicand;
       4'b1100: currPP = (extMultiplicand << 3) + (extMultiplicand << 2);
       4'b1101: currPP = (extMultiplicand << 3) + (extMultiplicand << 2) + extMultiplicand;
       4'b1110: currPP = (extMultiplicand << 3) + (extMultiplicand << 2) + (extMultiplicand << 1);
       4'b1111: currPP = (extMultiplicand << 3) + (extMultiplicand << 2) + (extMultiplicand << 1) + extMultiplicand;
     endcase
   end
  fpuMultiplierFSM FSM(.*);
endmodule : radix16Mult
typedef struct packed {
  logic sign;
  logic [5 - 1:0] exp;
  logic [10 - 1:0] frac;
} fp16_t;
typedef struct packed {
  logic sign;
  logic [8 - 1:0] exp;
  logic [23 - 1:0] frac;
} fp32_t;
typedef struct packed {
  logic sign;
  logic [11 - 1:0] exp;
  logic [52 - 1:0] frac;
} fp64_t;
typedef enum logic[$clog2(10 + 1) - 1:0] {
  FPU_ADD,
  FPU_SUB,
  FPU_MUL,
  FPU_DIV,
  FPU_FMAD,
  FPU_FMS,
  FPU_FNMAD,
  FPU_FNMS,
  FPU_MAX,
  FPU_MIN
} fpuOp_t;
typedef struct packed {
  logic Z, C, N, V;
} condCode_t;
typedef struct packed {
  logic NV, DZ, OF, UF, NX;
} statusFlag_t;
typedef struct packed {
  logic OF, UF, NX;
} opStatusFlag_t;
typedef struct packed {
  logic lt, eq, gt;
} fpuComp_t;
typedef enum logic [2:0] {
  FMAD_WAIT,
  FMAD_MUL_KICK,
  FMAD_MUL,
  FMAD_ADD,
  FMAD_DONE
} fmadState_t;
module fmad
  #(parameter int WIDTH = 10 + 1,
    parameter int OUTWIDTH = 2 * WIDTH)
  (input  logic [WIDTH - 1:0]    fmadMulIn1, fmadMulIn2,
   input  logic [OUTWIDTH - 1:0] fmadAddIn,
   input  logic                  start, clock, reset,
   input  logic                  sub, negate,
   output logic [OUTWIDTH - 1:0] fmadOut,
   output logic                  fmadDone);
  logic mulStart, mulDone;
  logic [OUTWIDTH - 1:0] mulOut;
  logic fmadAddEn;
  logic [WIDTH - 1:0] latchedM1;
  logic [WIDTH - 1:0] latchedM2;
  logic [WIDTH - 1:0] latchedA;
  always_ff @(posedge clock) begin
    if (start) begin
      fmadOut <= {WIDTH{1'b0}};
      latchedM1 <= fmadMulIn1;
      latchedM2 <= fmadMulIn2;
      latchedA <= fmadAddIn;
    end
    else if (fmadAddEn) begin
      fmadOut <= (sub) ? ((negate) ? -mulOut : mulOut) - {{WIDTH{1'b0}}, latchedA} :
                         ((negate) ? -mulOut : mulOut) + {{WIDTH{1'b0}}, latchedA};
    end
  end
  radix16Mult #(.WIDTH(WIDTH)) multiplier(.mulIn1(latchedM1), .mulIn2(latchedM2),
                                          .start(mulStart), .clock, .reset, .mulOut,
                                          .done(mulDone));
  fmadFSM FSM(.*);
endmodule : fmad
module fmadFSM
  (input  logic start, mulDone, clock, reset,
   output logic mulStart, fmadAddEn, fmadDone);
  fmadState_t currState, nextState;
  always_ff @(posedge clock, posedge reset) begin
    if (reset) begin
      currState <= FMAD_WAIT;
    end
    else begin
      currState <= nextState;
    end
  end
  always_comb begin
    mulStart = 1'b0;
    fmadAddEn = 1'b0;
    fmadDone = 1'b0;
    unique case (currState)
      FMAD_WAIT: nextState = (start) ? FMAD_MUL_KICK : FMAD_WAIT;
      FMAD_MUL_KICK: begin
        nextState = FMAD_MUL;
        mulStart = 1'b1;
      end
      FMAD_MUL: begin
        nextState = (mulDone) ? FMAD_ADD : FMAD_MUL;
      end
      FMAD_ADD: begin
        nextState = FMAD_DONE;
        fmadAddEn = 1'b1;
      end
      FMAD_DONE: begin
        nextState = FMAD_DONE;
        fmadDone = 1'b1;
      end
    endcase
  end
endmodule : fmadFSM
typedef enum logic [2:0] {
  NR_WAIT,
  NR_FMAD_KICK,
  NR_FMAD_WAIT,
  NR_MUL_KICK,
  NR_MUL_WAIT,
  NR_DONE
} nrrState_t;
module nrrFSM
  (input  logic start, reset, clock,
   input  logic fmadDone, mulDone, itersDone,
   output logic fmadStart, mulStart,
   output logic compEn, nrrDone);
  nrrState_t currState, nextState;
  always_ff @(posedge clock, posedge reset) begin
    if (reset) begin
      currState <= NR_WAIT;
    end
    else begin
      currState <= nextState;
    end
  end
  always_comb begin
    fmadStart = 0;
    mulStart = 0;
    compEn = 0;
    nrrDone = 0;
    unique case (currState)
      NR_WAIT: nextState = (start) ? NR_FMAD_KICK : NR_WAIT;
      NR_FMAD_KICK: begin
        fmadStart = 1;
        nextState = NR_FMAD_WAIT;
      end
      NR_FMAD_WAIT: nextState = (fmadDone) ? NR_MUL_KICK : NR_FMAD_WAIT;
      NR_MUL_KICK: begin
        mulStart = 1;
        nextState = NR_MUL_WAIT;
      end
      NR_MUL_WAIT: begin
        if (mulDone) begin
          nextState = (itersDone) ? NR_DONE : NR_FMAD_KICK;
        end
        else begin
          nextState = NR_MUL_WAIT;
        end
      end
      NR_DONE: begin
        nrrDone = 1;
        nextState = NR_DONE;
      end
    endcase
  end
endmodule : nrrFSM
module newtonRaphsonReciprocal
  #(parameter int FRACW = 8,
    parameter int WIDTH = FRACW + 2,
    parameter int OUTWIDTH = 2 * WIDTH,
    parameter int unsigned ITERS = 4)
  (input  logic [WIDTH - 1:0] nrrIn,
   input  logic               start, reset, clock,
   output logic [WIDTH - 1:0] nrrOut,
   output logic               nrrDone);
  localparam logic [WIDTH - 1:0] ONE = WIDTH'(1 << FRACW);
  localparam logic [WIDTH - 1:0] TWO = WIDTH'(2 << FRACW);
  localparam logic [OUTWIDTH - 1:0] TWO_2F = (OUTWIDTH'(2) << (OUTWIDTH));
  int unsigned iterCounter;
  logic [OUTWIDTH - 1:0] nextOut;
  logic [OUTWIDTH - 1:0] fmadOut;
  logic [WIDTH - 1:0] mulIn1;
  logic [WIDTH - 1:0] mulIn2;
  logic itersDone;
  assign itersDone = (iterCounter == (ITERS - 1));
  logic compEn, fmadDone, mulDone;
  logic fmadStart, mulStart;
  always_ff @(posedge clock) begin
    if (start) begin
      nrrOut <= ONE;
      iterCounter <= 0;
    end
    else if (mulDone) begin
      nrrOut <= (nextOut >>> FRACW);
      iterCounter <= (iterCounter + 1);
    end
  end
  fmad #(.WIDTH(WIDTH)) nrrFMAD(.fmadMulIn1(nrrIn), .fmadMulIn2(nrrOut),
                                .fmadAddIn(TWO_2F), .start(fmadStart),
                                .clock, .reset, .sub(1'b0), .negate(1'b1),
                                .fmadOut, .fmadDone);
  assign mulIn1 = nrrOut;
  assign mulIn2 = (fmadOut >>> FRACW);
  radix16Mult #(.WIDTH(WIDTH)) multiplier(.mulIn1, .mulIn2, .clock, .reset, .start(mulStart),
                                          .mulOut(nextOut), .done(mulDone));
  nrrFSM FSM(.*);
endmodule : newtonRaphsonReciprocal
--- flow/run.sh ---
#!/bin/bash
# OpenROAD 26Q1-2900-gdf79404cd8, Yosys 0.63+post, stock flow scripts
make -C /OpenROAD-flow-scripts/flow DESIGN_CONFIG=/design/flow/config.mk WORK_HOME=/design/flow/orfs finish
--- flow/config.mk ---
export PLATFORM = sky130hd
export DESIGN_NAME = newtonRaphsonReciprocal
export DESIGN_NICKNAME = newtonRaphsonReciprocal
export VERILOG_FILES = /design/flow/design.v
export SDC_FILE = /design/flow/constraint.sdc
export NUM_CORES = 4
export LEC_CHECK = 1
export CORE_UTILIZATION = 50
--- flow/constraint.sdc ---
current_design newtonRaphsonReciprocal

set clk_period 13.6
set clk_io_pct 0.2

create_clock -name clk0 -period $clk_period [get_ports {clock}]

set non_clock_inputs [all_inputs -no_clocks]
set_input_delay [expr $clk_period * $clk_io_pct] -clock clk0 $non_clock_inputs
set_output_delay [expr $clk_period * $clk_io_pct] -clock clk0 [all_outputs]
==> run summary <==
Flow results.

- The final critical delay including setup and external delays is 7.58 ns.
- After layout, the worst path uses between 50% and 60% of the clock period.
- The part of the Yosys area used for sequential elements is approximately 27%.
- Grouping stages by cell kind, the critical path spends the most delay in AND-OR/OR-AND gates.
- The total global-route track usage is 32.4%.
- Summed over all nets, the switching power comes to 0.000294 W.
- The die span in x is 199 µm.
- The tightest min-delay check is of the register to register type.
- The total setup violations reported at the end of the flow is 0.
- The total power draw is between 0.001 and 0.0015 W.
- The switching part of the total power is between 20% and 30%.
- The post-cts gate resize count is 0.
- The mean post-synth cell area is approximately 8.0 µm².
- Per the detail_route report, vias per standard cell equal 6.19.
- RePlAce ended its routability-driven mode at a weighted congestion of around 1.1.
- The transition time recorded at the tightest slew-check pin is 1.06 ns.
- Counting only logic cells after layout, the most numerous master is sky130_fd_sc_hd__nor2_1.
- The cell count after synthesis is ~2,400.
- The final-report max-slew violation count is 0.
- The first detailed-routing pass ran for 6 iterations.
- Per the cell usage report, the commonest logic cells after layout are 253 x sky130_fd_sc_hd__nor2_1, 239 x sky130_fd_sc_hd__nand2_1, 184 x sky130_fd_sc_hd__a21oi_1.
- The biggest fanout along the worst timing path is 9.
- The data required time of the critical path is 14.10 ns.
- The clock edge transition at the registers on the reported setup and hold paths is 0.07 ns.
- TritonCTS built the clock tree.
- The area taken by multi-input combinational cells is reported as approximately 13,000 µm².
- Compared with the post-synthesis result, the final layout area differs by 8.94%.
- The total power density per cell area is roughly 65 nW/µm².
- The chip area line in the Yosys stat output reads 19,400 µm².
- The filler cells instantiated in the layout total 3,503.
- The share of flip-flops with an asynchronous set or reset after synthesis is 7.42%.
- The analysis reports a worst IR drop on VDD of 0.108 mV.
- Setup repair after global routing left no endpoint under its margin.
- Before any placement, the netlist area is recorded as 19,400 µm².
- Post-CTS timing repair inserted 0 buffers for setup.
- Warnings reported by Yosys during synthesis add up to 7.
- The OpenROAD warning count is 35.
- The number of enable-type register cells in the synthesized netlist is 60.
- On the worst path, the slowest cell contributes a delay of 0.62 ns.
- The type of element launching the critical path is a register.
- The main flop type is sky130_fd_sc_hd__dfxtp_1.
- The cell count listed in synth_stat.txt is 2,434.
- The top layer reached by signal wires is met4.
- The count of max-cap constraint violations is 0.
- Sequential cells burn 50.4% of the power.
- The first-pass GRT wire length is approximately 96,000 µm.
- The floorplan has 71 rows.
- The chip occupies 39,500 µm².
- In the detailed route, the total length drawn on met3 is 5950 µm.
- The initial cell density of the core is around half.
- The initial antenna violation count is 0.
- The proportion of layout cells with a drive suffix above 1 is 5.77%.
- Once synthesis finished, the tally of register bits stood at 229.
- The number of clock sinks is 229.
- The pin count of the biggest net entering global routing is 72.
- In the final run the clock tree shows a worst skew of 0.0133 ns.
- The remaining antenna violation count after routing is 0.
- The worst-skew pair later-pin latency is 0.57 ns.
- The upper clock frequency limit is 132 MHz.
- The critical path's slowest stage uses the library cell sky130_fd_sc_hd__edfxtp_1.
- Per the detailed-route log, wirelength across all metal layers totals 61,100 µm.
- For this block, wires on met1 add up to 28,200 µm.
- The per-cell routed wire length is 20.6 µm.
- The root buffer cell is sky130_fd_sc_hd__clkbuf_16.
- The number of buffers on the longest clock path is 3.
- The critical path in this run is classified as register to register.
- The number of buffers inserted during clock tree synthesis is 26.
- 24 I/O pins were placed.
- The area of the core region is 37,900 µm².
- For reference, the top cells by area after synthesis are sky130_fd_sc_hd__dfxtp_1 16%, sky130_fd_sc_hd__ha_1 9.9%, sky130_fd_sc_hd__edfxtp_1 9.3%.
- The number of hold buffers added after CTS was 0.
- At the worst endpoint, the arrival time is 8.08 ns.
- The most numerous cell on the critical path is sky130_fd_sc_hd__ha_1.
- For this run the aggregate overflow at the end of global routing stands at 0.
- The detailed router reports a met2 wire length of 25,200 µm.
- 0 antenna diodes ended up in the layout.
- The first routing iteration left 1,210 violations.
- The run finished with clean final reports.
- The script reports the combined buffer and inverter count of the critical path as 1.
- The internal power summed over all cells is ~0.0011 W.
- The vertical die dimension reported for this design is approximately 200 µm.
- In this run the tightest slew margin relative to its limit is between 20 and 30%.
- The final timing report lists a hold violation count of 0.
- The maximum level of the CTS H-tree is 1.
- The number of global-route vias before repair was 17,222.
- Per report_power, the clock group accounts for 49.1% of the total.
- The count of unique library cells instantiated by Yosys is 91.
- The leakage component of the power is about 8.2 nW.
- The cell taking the most area after synthesis is sky130_fd_sc_hd__dfxtp_1.
- After routing, the total negative slack on setup checks comes to 0 ns.
- The worst setup path is captured at a register.
- Detailed placement ended at an HPWL of 45,100 µm.
- In the final layout, flip-flops and latches occupy 5280 µm².
- Combinational cells account for 0.5% of the total power.
- The number of placed instances with taps included is between 2,000 and 3,000.
- The total via count in the routed design is 18,376.
- The share of the synthesized area in the top cell type is about 16%.
- The remaining routing DRC violations is 0.
- The non-filler instance count after layout is 2,970.
- The port buffer count is 23.
## final timing paths
check / start / endpoint / slack [ns] / cells past startpoint
setup / recovery: multiplier.extMultiplicand[1]$_DFFE_PP_ / multiplier.mulOut[17]$_SDFFE_PP0P_ / 6.02 / 27
hold / removal: nrrFMAD.latchedM1[3]$_DFFE_PN_ / nrrFMAD.multiplier.extMultiplicand[3]$_DFFE_PP_ / 0.41 / 0
setup reg to reg: multiplier.extMultiplicand[1]$_DFFE_PP_ / multiplier.mulOut[17]$_SDFFE_PP0P_ / 6.02 / 27
hold reg to reg: nrrFMAD.latchedM1[3]$_DFFE_PN_ / nrrFMAD.multiplier.extMultiplicand[3]$_DFFE_PP_ / 0.41 / 0
max in group asynchronous: reset / nrrFMAD.FSM.currState[4]$_DFF_PP0_ / 10.53 / 2
min in group asynchronous: reset / nrrFMAD.multiplier.FSM.currState[2]$_DFF_PP0_ / 2.66 / 2
## metrics by stage
stage / util [%] / setup WS [ns] / hold slack [ns] / instance area [µm²]
after floorplan: - / 6.91 / 0.400 / 19400
after global placement: 53.5 / 6.27 / 0.401 / 20300
after detailed placement: 53.5 / 6.11 / 0.405 / 20300
after CTS: 55.6 / 6.06 / 0.409 / 21100
after global routing: 55.6 / 5.31 / 0.419 / 21100
final: 55.6 / 6.02 / 0.407 / 21100
## cells by family (layout without fill, tap and decap cells)
| logic type | Yosys count | after routing | share of synthesized area [%] |
|---|---|---|---|
| XOR/XNOR | 179 | 179 | 8.13 |
| adder cells (fa/ha/maj) | 165 | 165 | 11.1 |
| buffers and inverters | 173 | 198 | 3.36 |
| flip-flops | 229 | 229 | 27.2 |
| multiplexers | 35 | 35 | 1.86 |
| AND/OR/NAND/NOR | 983 | 983 | 25.2 |
| AND-OR/OR-AND | 670 | 670 | 23.1 |
## cells in the mapped netlist (all sizes together), types with 35 or more instances
library cell  number
ha               153
nor2b             38
edfxtp            60
dfxtp            152
nor4              35
nor2             255
a211oi            37
clkbuf            90
xor2              85
nand4             38
a21oi            184
a21o              35
o21ai            126
or3               42
and3              37
xnor2             94
nand3             90
inv               70
nand2            239
nor3              69
## power groups by stage
stage / clock (W) / sequential, W / combinational (W)
6_report: 0.000678 / 0.000697 / 0.00000673
5_1_grt: 0.000719 / 0.000696 / 0.00000750
4_1_cts: 0.000697 / 0.000697 / 0.00000690
## flip-flops by register name, summed over array words and instances (netlist names), 18 cells and up
register                        count
multiplier.mulOut                  18
multiplier.iterCounter             32
nrrFMAD.multiplier.iterCounter     32
nrrFMAD.multiplier.mulOut          18
iterCounter                        32
## layer usage
| metal | GRT usage (%) | vias up |
|---|---|---|
| met1 | 47.8 | 8638 |
| met4 | 7.72 | 0 |
| met3 | 11.5 | 116 |
| met2 | 46.4 | 553 |
| li1 | - | 9069 |
| met5 | 0 | - |
## layout make-up
class | count | share of cell area [%]
clock inverter | 10 | 0.510
inverter | 73 | 1.30
clock buffer | 38 | 3.39
multi-input combinational | 2032 | 63.8
sequential | 229 | 25.0
tap | 511 | 3.03
timing repair buffer | 77 | 3.01
Power and IR drop assume default switching activity.
